File: flow/design.v
module core #(
  parameter W = 32,
  parameter S0 = 3'b000,
	parameter S1 = 3'b001,
	parameter S2 = 3'b010,
	parameter S3 = 3'b011,
	parameter S4 = 3'b100
)(
  input clk, reset_n,
  input  [W-1:0] t_dat,
  input          t_req,
  output         t_ack,
  output [W-1:0] i_dat,
  output         i_req,
  input          i_ack,
  output   [2:0] stt
);
wire sel, en0, en1;
reg [2:0] state, nxt_state;
always @(posedge clk or negedge reset_n)
  if(~reset_n) state <= 0;
  else         state <= nxt_state;
always @(*)
  casez({state, t_req, i_ack})
    {S0, 2'b1?} : nxt_state = S1;
    {S1, 2'b01} : nxt_state = S0;
    {S1, 2'b10} : nxt_state = S2;
    {S1, 2'b11} : nxt_state = S3;
    {S2, 2'b?1} : nxt_state = S3;
    {S3, 2'b01} : nxt_state = S0;
    {S3, 2'b10} : nxt_state = S4;
    {S3, 2'b11} : nxt_state = S1;
    {S4, 2'b?1} : nxt_state = S1;
    default       nxt_state = state;
  endcase
assign sel = ((state == S3) | (state == S4));
assign en0 = t_req & ((state == S0) | (state == S3));
assign en1 = t_req &  (state == S1);
assign t_ack = ~((state == S2) | (state == S4));
assign i_req = ~(state == S0);
reg [W-1:0] dat0, dat1;
always @(posedge clk) if(en0) dat0 <= t_dat;
always @(posedge clk) if(en1) dat1 <= t_dat;
assign i_dat = sel ? dat1 : dat0;
assign stt = state;
endmodule
File: flow/run.sh
#!/bin/bash
# OpenROAD 26Q1-2900-gdf79404cd8, Yosys 0.63+post, stock flow scripts
make -C /OpenROAD-flow-scripts/flow DESIGN_CONFIG=/design/flow/config.mk WORK_HOME=/design/flow/orfs finish
File: flow/config.mk
export PLATFORM = sky130hd
export DESIGN_NAME = core
export DESIGN_NICKNAME = core
export VERILOG_FILES = /design/flow/design.v
export SDC_FILE = /design/flow/constraint.sdc
export NUM_CORES = 4
export LEC_CHECK = 1
export CORE_UTILIZATION = 50
File: flow/constraint.sdc
current_design core

set clk_period 7.3
set clk_io_pct 0.2

create_clock -name clk0 -period $clk_period [get_ports {clk}]

set non_clock_inputs [all_inputs -no_clocks]
set_input_delay [expr $clk_period * $clk_io_pct] -clock clk0 $non_clock_inputs
set_output_delay [expr $clk_period * $clk_io_pct] -clock clk0 [all_outputs]
==> flow_metrics.py <==
# Auto-generated metrics
metrics = {
    "logic_synthesis": {
        "syn_inst": 241,
        "top_area_share_pct": 59.26,
        "avgSynthCellArea_um2": 13.46,
        "synth_cell_types": 29,
        "ys_sh_xor_pct": 0.5401,
        "async_flop_share_pct": 4.478,
        "yosysTopAreaCell": "edfxtp_1",
        "synth.cellmix.simpleShare_pct": 13.19,
        "synthFlopType": "edfxtp_1",
        "mux_share_pct": 0.3086,
        "top_cells_by_area": "edfxtp_1, o221a_1, nor3b_1, buf_6, nor2_1",
        "ys_ff": 67,
        "synth_seq_share_pct": 61.57,
        "yosys_area_um2": 3243,
        "top_logic_kind": "AND-OR/OR-AND gates",
        "yosysWarnings": 1,
        "ys_sh_adder_pct": 0,
        "synth_area_um2": 3243,
        "edf_count": 64,
        "synthAoiAreaFrac_pct": 17.90,
        "ys_cells": 241,
    },
    "sta": {
        "fin_setup_tns_ps": 0,
        "worst_pin_slew_ps": 695.9,
        "finalSetupViolCount": 0,
        "timing.final.crit_share_pct": 56.84,
        "rsz0062_at_grt": "no",
        "whs_ps": 861.2,
        "max_slew_margin_pct": 53.44,
        "final.setup_skew_ps": 6.818,
        "slew_viol_final": 0,
        "period_minus_slack_ps": 4149,
        "fmax_mhz": 241.0,
        "hold_viol": 0,
    },
    "place": {
        "globalplace.congestion": 0.8440,
        "io_buffers": 72,
        "dp_hpwl_um": 3589,
    },
    "clock_tree": {
        "cts_buffer_depth": 2,
        "clk_latency_ps": 320,
        "postCtsSetupRepairBufs": 0,
        "cts_sinks": 67,
        "post_cts_resize_count": 0,
        "cts_buffers": 9,
        "clk_pin_slew_ps": 70,
        "cts_tree": "yes",
        "root_buffer": "clkbuf_8",
        "htreeDepth": 3,
        "ctsHoldBuffers": 0,
    },
    "power": {
        "power_density_nw_per_um2": 245.4,
        "leakage_nw": 1.306,
        "peakVddDrop_v": 0.0002542,
    },
    "critical_path": {
        "crit_chain": "buf_4, nor2_2, nand2_2, o221a_1, clkdlybuf4s50_1",
        "critPathTopFamily": "buffers and inverters",
        "cp-start-kind": "flop",
        "worstRegToRegCells": 4,
        "critPathBufInv": 2,
        "critPathRequiredTime_ps": 5840,
        "cp_num_cells": 5,
        "crit_arrival_ps": 2690,
        "critPathCaptureType": "output pin",
        "criticalPathCategory": "reg -> out",
        "crit_fanout": 73,
        "worst_path_max_delay_cell": "nand2_2",
        "max_stage_delay_ps": 550,
    },
    "hold_path": {
        "hp-class": "reg -> reg",
        "min_path_cells": 3,
    },
    "global_route": {
        "gr-total-overflow": 0,
        "grt_usage_pct": 21.38,
        "antenna_found_initial": 0,
        "grt_pass1_wl_um": 9908,
        "grt_max_degree": 74,
        "grt_pass1_vias": 2172,
    },
    "detailed_routing": {
        "drc": 0,
        "finalWirelength_um": 6232,
        "viasPerCell": 5.701,
        "ant_nets": 0,
        "vias": 2212,
        "drtIter0Drc": 205,
        "drt-pass1-iter-count": 4,
        "wire_per_inst_um": 16.06,
        "num_antenna_cells": 0,
    },
    "flow_run": {
        "drv_cap": 0,
        "tool_warnings": 26,
    },
    "floorplan": {
        "initCoreUtil_pct": 53.20,
        "dieArea_um2": 6812,
        "io_pins": 73,
        "die_w_um": 82.54,
        "core_um2": 6096,
        "rows": 28,
        "die_h_um": 82.54,
    },
    "layout": {
        "fin_util_pct": 68.00,
        "most-common-layout-cells": "clkdlybuf4s50_1, edfxtp_1, nor2_1, nor3b_1, o221a_1",
        "mostFrequentLayoutCell": "clkdlybuf4s50_1",
        "drive_gt1_share_pct": 8.946,
        "area_growth_pct": 27.82,
        "n_fill_cell": 438,
    },
    "outcome": {
        "outcome": "finished clean",
    },
}
[metrics by stage]
step           setup WS, ps  std cells  cell area (µm²)   power, W
2_1_floorplan          3552        241             3243  0.0005866
6_report               3151        388             4145   0.001017
5_1_grt                2941        388             4145   0.001066
4_1_cts                3125        388             4145   0.001027
3_3_place_gp           3512        372             3914  0.0006757
3_5_place_dp           3500        372             3914  0.0006759
[worst reg2reg max path: stages, from the launching register on]
cell and delay [ps]:
dfrtp_2 340, buf_4 530, inv_2 160, nor4b_4 680
buf_4 450
[per-layer routing]
metal	wire length (µm)	track usage (%)	vias to the layer above
li1	-	-	1085
met1	2590	32.08	1037
met2	3076	33.22	83
met3	504	7.358	7
met4	61	4.655	0
met5	0	0	-
[layout make-up]
type                       count  area (µm²)  share of cell area (%)
sequential                    67        1998                   48.20
multi-input combinational    149        1045                   25.20
inverter                       3       11.26                  0.2717
clock buffer                  10       127.6                   3.079
timing repair buffer          78       765.7                   18.47
tap                           75       93.84                   2.264
clock inverter                 6       103.9                   2.505
[synthesized netlist by cell type (2+ instances only)]
master,count
edfxtp_1,64
nor2_1,32
nor3b_1,32
o221a_1,32
o21ai_1,23
o21ai_0,13
buf_6,12
buf_2,6
dfrtp_1,3
nand2_1,3
buf_4,2
inv_2,2
[flip-flops by register name, indices dropped and copies added, names as in the netlist]
signal and flops:
dat0 32, dat1 32, state 3
[power by group]
group	internal [W]	total, W	switching, W	leakage [nW]
sequential	0.000433	0.000436	0.00000367	0.605
clock	0.000225	0.000351	0.000126	0.118
combinational	0.000123	0.000230	0.000106	0.583
total	0.000781	0.00102	0.000237	1.31
[cells by family (layout without fill, tap and decap cells)]
logic type,after synthesis,after routing
AND/OR/NAND/NOR,74,74
AND-OR/OR-AND,72,72
flip-flops,67,67
buffers and inverters,25,97
XOR/XNOR,2,2
multiplexers,1,1
[worst paths after layout]
| path | start | endpoint | slack, ps |
|---|---|---|---|
| setup reg to reg | state[0]$_DFFE_PN0P_ | dat1[21]$_DFFE_PP_ | 4800 |
| min in group asynchronous | reset_n | state[2]$_DFFE_PN0P_ | 1310 |
| max in group asynchronous | reset_n | state[0]$_DFFE_PN0P_ | 5840 |
| setup / recovery | state[0]$_DFFE_PN0P_ | i_dat[22] | 3150 |
| hold reg to reg | state[1]$_DFFE_PN0P_ | state[1]$_DFFE_PN0P_ | 860 |
| hold / removal | state[1]$_DFFE_PN0P_ | state[1]$_DFFE_PN0P_ | 860 |
No activity file was given, so power comes from the tool's default toggle rates.
